File: flow/config.mk
export PLATFORM = sky130hd
export DESIGN_NAME = rstc
export DESIGN_NICKNAME = rstc
export VERILOG_FILES = /design/flow/design.v
export SDC_FILE = /design/flow/constraint.sdc
export NUM_CORES = 4
export LEC_CHECK = 1
export CORE_AREA = 10 10 70 70
export DIE_AREA = 0 0 80 80
File: flow/constraint.sdc
current_design rstc

set clk_period 1.3
set clk_io_pct 0.2

create_clock -name clk0 -period $clk_period [get_ports {clk}]

set non_clock_inputs [all_inputs -no_clocks]
set_input_delay [expr $clk_period * $clk_io_pct] -clock clk0 $non_clock_inputs
set_output_delay [expr $clk_period * $clk_io_pct] -clock clk0 [all_outputs]
File: flow/design.v
module rstc (
    input wire clk,
    input wire hard_rst_n,   
    input wire soft_rst_en,  
    input wire jtag_rst_en,  
    output reg rst_n
);
reg [3:0] sys_rst_cnt = 4'h0; 
reg hard_rst_r,hard_rst_en;
always @(posedge clk) begin
    hard_rst_r <= ~hard_rst_n;
    hard_rst_en <= hard_rst_r;
    if (jtag_rst_en | soft_rst_en | hard_rst_en) begin 
        sys_rst_cnt <= 4'h0;
        rst_n <= 1'b0;
    end
    else begin 
        if(sys_rst_cnt == 4'hF) begin 
            sys_rst_cnt <= sys_rst_cnt;
            rst_n <= 1'b1;
        end
        else begin 
            sys_rst_cnt <= sys_rst_cnt + 1;
            rst_n <= 1'b0;
        end
    end
end
endmodule
File: flow/run.sh
#!/bin/bash
# OpenROAD 26Q1-2900-gdf79404cd8, Yosys 0.63+post, stock flow scripts
make -C /OpenROAD-flow-scripts/flow DESIGN_CONFIG=/design/flow/config.mk WORK_HOME=/design/flow/orfs finish
==> run_results.csv <==
group,metric,value,unit
floorplanning,die.size.y,80,um
setup_path,path_class,"reg -> reg",
setup_path,crit_fanout,5,
setup_path,rr_startpoint,"sys_rst_cnt[0]",
placed_design,place_hpwl,337,um
synthesis,syn_inst,24,
pwr,p_leak,0.151,nW
timing,clock.fmax,0.827,GHz
detailed_routing,avgViaCountPerCell,2.71,
placed_design,io_buffers,4,
timing,fin_crit,1.21,ns
timing,finalSetupViolCount,0,
pwr,sw_frac_of_total,0.200,
clock_network,numCtsBuffers,3,
floorplanning,core-area,3420,um^2
synthesis,synth_flops,7,
detailed_routing,wirelength,442,um
synthesis,yosys_warnings,1,
detailed_routing,wl_per_cell,5.59,um
pwr,power.density,1060,nW/um^2
detailed_routing,route.detailed.drc,0,
clock_network,insertion_delay,0.25,ns
hold_path,hp-class,"reg -> reg",
clock_network,clkSlewWorstSetupHoldPaths,0.06,ns
setup_path,startpoint_type,"register",
synthesis,ys_types,17,
setup_path,cp.arrival,1.34,ns
timing,finalCritPeriodShare,0.930,
synthesis,ys_cells,24,
global_routing,grt_pass1_wl,897,um
floorplanning,std_cell_rows,21,
pwr,finalPower,0.437,mW
synthesis,synth.cell_area,280,um^2
timing,worstMarginPinSlew,0.215,ns
synthesis,avgSynthCellArea,11.7,um^2
final_layout,drive_above_1_share,0.273,
pwr,p_int,0.349,mW
placed_design,gp_congestion,0.718,
global_routing,grt_pass1_vias,233,
setup_path,r2r_slack,0.09,ns
clock_network,cts_setup_buffers,0,
final_layout,stdcell_area,410,um^2
timing,skew,0.00893,ns
detailed_routing,drtIter0Drc,5,
detailed_routing,dr_total_vias,214,
timing,maxSlewViolCount,0,
floorplanning,die_area,6400,um^2
global_routing,grt_remaining_overflow,0,
detailed_routing,dr_wl_met2,168,um
setup_path,end_kind,"register",
floorplanning,num_io_pins,5,
pwr,p_comb_frac,0.041,
pwr,max-vdd-ir-drop,0.405,mV
setup_path,crit_required,1.43,ns
detailed_routing,topRoutingLayerUsed,"met3",
detailed_routing,wl_met1,217,um
clock_network,cts_buffer_depth,2,
placed_design,dp_slack,-0.0751,ns
global_routing,grt_max_degree,8,
pwr,pwr-share-seq,0.511,
synthesis,synth_seq_share,0.500,
setup_path,cp-startpoint,"sys_rst_cnt[0]",
global_routing,antenna_found_initial,0,
setup_path,regToRegEndpoint,"sys_rst_cnt[1]",
timing,worst_slack,0.0910,ns
floorplanning,fp_util,0.0821,
timing,hold_viol_final,0,
setup_path,crit_path_end,"sys_rst_cnt[1]",
clock_network,htreeDepth,1,
clock_network,cts_root_buf,"clkbuf_4",
placed_design,post_dp_cell_area,385,um^2
detailed_routing,dr_wl_met3,57,um
setup_path,rr_worst_depth,3,
flow_run,maxCapViolations,0,
pwr,p_clk_frac,0.448,
final_layout,area_growth,46.4,%
timing,rsz0062_at_grt,"false",
clock_network,cts_num_sinks,7,
clock_network,cts_tree,"done",
detailed_routing,n_antenna_cell,0,
pwr,netSwitchingPower,0.0875,mW
detailed_routing,ant_nets,0,
floorplanning,fp.dieW,80,um
synthesis,yosys_area,280,um^2
run_status,run_status,"complete, no violations",
global_routing,grt_usage,0.0174,
timing,slew_headroom,0.855,
flow_run,warning_count,25,
detailed_routing,drtPass1Iterations,3,
## metrics by stage
step,cells,TNS [ns],utilization,hold WS [ns]
after global routing,79,0,0.120,0.342
after CTS,79,0,0.120,0.329
after detailed placement,75,-0.155,0.113,0.318
after global placement,75,-0.178,0.113,0.315
final,79,0,0.120,0.324
after floorplan,24,0,-,0.310
## kinds of logic (layout without fill, tap and decap cells)
| family | after synthesis | count (layout) | share of synthesized area |
|---|---|---|---|
| simple gates | 10 | 10 | 0.286 |
| mux | 1 | 1 | 0.0402 |
| buf+inv | 1 | 10 | 0.0134 |
| flops | 7 | 7 | 0.500 |
| fa+ha+maj | 1 | 1 | 0.0446 |
| compound gates | 4 | 4 | 0.116 |
## cells in the mapped netlist
master    number  area [um^2]
dfxtp_1        7          140
nor4b_1        2         17.5
a211oi_2       1         12.5
a21oi_1        1         5.00
a31o_2         1         8.76
a31oi_1        1         6.26
and3_1         1         6.26
and3b_1        1         8.76
and4b_1        1         10.0
ha_1           1         12.5
inv_1          1         3.75
mux2_2         1         11.3
nand4_1        1         6.26
nor2_1         1         3.75
nor2b_1        1         6.26
nor3_2         1         10.0
or3_4          1         11.3
## worst max-delay path, stage by stage, from the launching register on
cell     delay, ns
dfxtp_1       0.39
ha_1          0.18
and3_1        0.19
mux2_2        0.33
## state kept, by name (all words and copies together) (netlist names)
register / cells
sys_rst_cnt: 4
hard_rst_r: 1
rst_n: 1
hard_rst_en: 1
## worst min path at each step
stage | slack, ns | endpoint | cells past startpoint | start
after CTS | 0.33 | hard_rst_en | 0 | hard_rst_r
after global routing | 0.34 | hard_rst_en | 0 | hard_rst_r
final | 0.32 | hard_rst_en | 0 | hard_rst_r
## layout make-up
cell class / instances / area (um^2)
fill: 407 / 3010
sequential: 7 / 140
multi-input combinational: 16 / 136
tap: 46 / 57.6
timing repair buffer: 5 / 46.3
clock buffer: 4 / 26.3
inverter: 1 / 3.75
## power by group through the flow
stage | clock network, mW | registers, mW | logic, mW
final | 0.196 | 0.223 | 0.0181
after global routing | 0.230 | 0.224 | 0.0200
after CTS | 0.207 | 0.223 | 0.0182
## metal layers
metal,global-route usage,vias to the layer above
met5,0,-
met1,0.0201,95
met4,0.00528,0
li1,-,110
met2,0.0225,9
met3,0.0159,0
## placed cells by master, fill, tap and decap left out, drive strengths merged, types with 2 or more instances in the layout
cell type / synthesis / layout
clkbuf: 0 / 4
dfxtp: 7 / 7
clkdlybuf4s50: 0 / 3
nor4b: 2 / 2
## repair_timing
item	in CTS	in global routing
gates resized	1	0
endpoints found under the setup margin	1	0
hold buffers	0	0
Power is estimated from default activity; no workload was simulated.
