==> flow/design.v <==
module spi(
    input wire clk,
    input wire rst_n,
    input wire[7:0] waddr_i,
    input wire[31:0] data_i,
    input wire[3:0] sel_i,
    input wire we_i,
    input wire[7:0] raddr_i,
    input wire rd_i,
    output reg[31:0] data_o,
    output reg spi_mosi,              
    input wire spi_miso,              
    output wire spi_cs,               
    output reg spi_clk                
);
localparam SPI_CTRL   = 4'h0;     
localparam SPI_DATA   = 4'h4;     
localparam SPI_STATUS = 4'h8;     
reg[15:0] spi_ctrl;
reg[15:0] spi_data;
reg spi_status;
reg[8:0] clk_cnt;                
reg en;                          
reg[4:0] spi_clk_edge_cnt;       
reg spi_clk_edge_level;          
reg[7:0] rdata;                  
reg done;                        
reg[3:0] bit_index;              
wire[8:0] div_cnt;
assign spi_cs = ~spi_ctrl[3];    
assign div_cnt = spi_ctrl[15:8]; 
always @ (posedge clk or negedge rst_n) begin
    if (~rst_n) begin
        spi_ctrl <= 16'h0;
        spi_data <= 16'h0;
        spi_status <= 1'b0;
    end else begin
        spi_status <= en;
        if (we_i == 1'b1) begin
            case (waddr_i[3:0])
                SPI_CTRL: begin
                    if(sel_i[0])
                        spi_ctrl[7:0] <= data_i[7:0];
                    if(sel_i[1])
                        spi_ctrl[15:8] <= data_i[15:8];
                end
                SPI_DATA: begin
                    spi_data <= data_i[15:0];
                end
                default: begin
                end
            endcase
        end else begin
            spi_ctrl[0] <= 1'b0;
            if (done == 1'b1) begin
                spi_data <= {8'h0, rdata};
            end
        end
    end
end
always @ (posedge clk) begin
    if (rd_i == 1'b1) begin
        case (raddr_i[3:0])
            SPI_CTRL: begin
                data_o <= {16'h0, spi_ctrl};
            end
            SPI_DATA: begin
                data_o <= {24'h0, spi_data[7:0]};
            end
            SPI_STATUS: begin
                data_o <= {31'h0, spi_status};
            end
            default: begin
                data_o <= 32'h0;
            end
        endcase
    end
    else begin
        data_o <= data_o;
    end
end
always @ (posedge clk or negedge rst_n) begin
    if (~rst_n) begin
        en <= 1'b0;
    end else begin
        if (spi_ctrl[0] == 1'b1) begin
            en <= 1'b1;
        end else if (done == 1'b1) begin
            en <= 1'b0;
        end else begin
            en <= en;
        end
    end
end
always @ (posedge clk or negedge rst_n) begin
    if (~rst_n) begin
        clk_cnt <= 9'h0;
    end else if (en == 1'b1) begin
        if (clk_cnt == div_cnt) begin
            clk_cnt <= 9'h0;
        end else begin
            clk_cnt <= clk_cnt + 1'b1;
        end
    end else begin
        clk_cnt <= 9'h0;
    end
end
always @ (posedge clk or negedge rst_n) begin
    if (~rst_n) begin
        spi_clk_edge_cnt <= 5'h0;
        spi_clk_edge_level <= 1'b0;
    end else if (en == 1'b1) begin
        if (clk_cnt == div_cnt) begin
            if (spi_clk_edge_cnt == 5'd17) begin
                spi_clk_edge_cnt <= 5'h0;
                spi_clk_edge_level <= 1'b0;
            end else begin
                spi_clk_edge_cnt <= spi_clk_edge_cnt + 1'b1;
                spi_clk_edge_level <= 1'b1;
            end
        end else begin
            spi_clk_edge_level <= 1'b0;
        end
    end else begin
        spi_clk_edge_cnt <= 5'h0;
        spi_clk_edge_level <= 1'b0;
    end
end
always @ (posedge clk or negedge rst_n) begin
    if (~rst_n) begin
        spi_clk <= 1'b0;
        rdata <= 8'h0;
        spi_mosi <= 1'b0;
        bit_index <= 4'h0;
    end else begin
        if (en) begin
            if (spi_clk_edge_level == 1'b1) begin
                case (spi_clk_edge_cnt)
                    1, 3, 5, 7, 9, 11, 13, 15: begin
                        spi_clk <= ~spi_clk;
                        if (spi_ctrl[2] == 1'b1) begin
                            spi_mosi <= spi_data[bit_index];    
                            bit_index <= bit_index - 1'b1;
                        end else begin
                            rdata <= {rdata[6:0], spi_miso};    
                        end
                    end
                    2, 4, 6, 8, 10, 12, 14, 16: begin
                        spi_clk <= ~spi_clk;
                        if (spi_ctrl[2] == 1'b1) begin
                            rdata <= {rdata[6:0], spi_miso};    
                        end else begin
                            spi_mosi <= spi_data[bit_index];    
                            bit_index <= bit_index - 1'b1;
                        end
                    end
                    17: begin
                        spi_clk <= spi_ctrl[1];
                    end
                endcase
            end
        end else begin
            spi_clk <= spi_ctrl[1];
            if (spi_ctrl[2] == 1'b0) begin
                spi_mosi <= spi_data[7];            
                bit_index <= 4'h6;
            end else begin
                bit_index <= 4'h7;
            end
        end
    end
end
always @ (posedge clk or negedge rst_n) begin
    if (~rst_n) begin
        done <= 1'b0;
    end else begin
        if (en && spi_clk_edge_cnt == 5'd17) begin
            done <= 1'b1;
        end else begin
            done <= 1'b0;
        end
    end
end
endmodule
==> flow/run.sh <==
#!/bin/bash
# OpenROAD 26Q1-2900-gdf79404cd8, Yosys 0.63+post, stock flow scripts
make -C /OpenROAD-flow-scripts/flow DESIGN_CONFIG=/design/flow/config.mk WORK_HOME=/design/flow/orfs finish
==> flow/config.mk <==
export PLATFORM = sky130hd
export DESIGN_NAME = spi
export DESIGN_NICKNAME = spi
export VERILOG_FILES = /design/flow/design.v
export SDC_FILE = /design/flow/constraint.sdc
export NUM_CORES = 4
export LEC_CHECK = 1
export CORE_UTILIZATION = 40
==> flow/constraint.sdc <==
current_design spi

set clk_period 3.2
set clk_io_pct 0.2

create_clock -name clk0 -period $clk_period [get_ports {clk}]

set non_clock_inputs [all_inputs -no_clocks]
set_input_delay [expr $clk_period * $clk_io_pct] -clock clk0 $non_clock_inputs
set_output_delay [expr $clk_period * $clk_io_pct] -clock clk0 [all_outputs]
==> CHANGELOG.md <==
## Implementation

* Hold_buf cts at 0
* Synth Instances at between 300 and 400
* Placer Congestion at between 0.8 and 0.9
* Async set-reset flop share out of synthesis at between 80% and 90%
* Worst r2r dst: rdata[4]
* # H-tree levels at 3
* N_diodes at 0
* Final Hold Vio Count at 0
* Max-cap violations at 0
* Top logic cell by instance count in the layout: dfrtp_1
* Count of library flops with an enable pin at 16
* Synth Flop Type: dfrtp_1
* Worst reg-to-reg path cell count at 8
* # rows at 35
* Yosys warns at 1
* Tot Pwr at between 2 and 2.5 mW
* Synth flops at 80
* Num ports at just over 90
* Max Fclk at between 300 and 400 MHz
* Final min period at around 2.6 ns
* Total CTS buffers at 9
* RSZ-0062 raised after global routing: false
* Leak at ~2.0 nW
* # Cells Yosys at roughly 330
* GR Overflow Total at 0
* Crit Path Max Fanout at 8
* Startpoint Class: register
* Post-synth seq share at ~54%
* Clk latency of the worst-skew pair at roughly 0.35 ns
* TritonCTS Sinks at 80
* CTS tree: built
* Die Ht at between 100 and 150 um
* Initial antenna violation count at 0
* Layout cells sized above 1 at between 10% and 20%
* Vias in the first global route at between 2000 and 2500
* CORE AREA at about 9300 um^2
* Setup CP Type: reg -> reg
* Post-DP Area at approximately 4500 um^2
* Iter 0 DRT Violations at roughly 120
* Critical Path RT at about 3.4 ns
* Cell Pwr Density at between 500 and 600 nW/um^2
* Max-slew violation count at 0
* Mean Syn Cell Area at 11.6 um^2
* YS chip area at around 3900 um^2
* FP Core Util at between 40% and 50%
* Chip Area at approximately 10000 um^2
* OpenROAD warning count at 55
* Worst-path clk slew at roughly 0.08 ns
* Root Driver: clkbuf_8
* Setup Skew at 0.00698 ns
* Hold Path Class: in -> async
* Synth Cell Area at a little under 4000 um^2
* Detailed Route WL at approximately 7600 um
* Largest net degree at the start of global routing at 36
* PortBufs at roughly 49
* Most common logic cells in the final layout: 64 x dfrtp_1, 48 x clkdlybuf4s50_1, 23 x nand2_1
* Max clock buf depth at 2
* Maximum vdd ir drop at between 0.15 and 0.2 mV
* Area growth, synth to finish at 19.2%
* Post-DRT Antenna Nets at 0
* Setup Buffers After CTS at 0
* Yosys top cell area share at slightly above 40%
* Via Count at ~2600
* Top cells by area, synth: dfrtp_1 41%, edfxtp_1 12%, mux2_2 4.9%
* Final worst path period share at between 80% and 90%
* Slew of the pin with the lowest slew margin at 0.755 ns
* Total track usage at roughly 17%
* Setup TNS at 0 ns
* Final Cell Area at between 4000 and 5000 um^2
* HPWL after DPL at 5610 um
* Vias per Instance at slightly below 5
* Crit end category: register
* Unique cell types at between 50 and 60
* WL per Instance at ~15 um
* R2r startpoint: spi_clk_edge_cnt[0]
* Cell taking the most area after synthesis: dfrtp_1
* Setup violation total in the final timing report at 0
* Worst EP arrival at roughly 2.8 ns
* Reg2Reg Setup Slack at a little over 0.6 ns
* Run status: complete, no violations
* Worst rel slew slack at between 40% and 50%
* First-pass GRT wire length at between 10000 and 15000 um
* Die x size at between 100 and 150 um
* Drt first pass iters at 4
* Drt drc at 0
* Post-cts resize count at 0
[synthesized netlist by cell type (all sizes together) (2+ instances only)]
library cell / instances
inv: 13
ha: 8
xor2: 5
a32oi: 2
edfxtp: 16
a211oi: 2
and3: 3
dfrtp: 64
nand2b: 2
a21oi: 12
nor2b: 2
buf: 18
nand3: 11
or2: 2
nand2: 23
o21ai: 16
a31oi: 4
mux2: 17
nor3: 3
or3: 3
clkbuf: 11
xnor2: 10
o22a: 7
mux4: 3
nor2: 16
a22o: 15
and2: 12
or4: 2
mux2i: 14
[cell families (layout without fill, tap and decap cells)]
group / count (synthesis) / count (layout) / share of synthesized area, %
flops: 80 / 80 / 53.7
buf+inv: 42 / 83 / 5.81
mux: 34 / 34 / 10.3
other cells: 1 / 16 / 0.0968
fa+ha+maj: 8 / 8 / 2.58
simple gates: 87 / 87 / 11.7
xor+xnor: 15 / 15 / 3.39
compound gates: 67 / 67 / 12.4
[where the power goes]
part	switching (mW)	internal (mW)	leakage (nW)	total [mW]
clock	0.353	0.273	0.0822	0.626
sequential	0.140	1.17	0.997	1.31
combinational	0.199	0.253	0.910	0.451
total	0.692	1.70	1.99	2.39
[final cells by class]
class | count | area, um^2
inverters | 13 | 48.8
clock buffers | 9 | 124
fillers | 855 | 4710
well taps | 129 | 161
flip-flops and latches | 80 | 2080
repair buffers | 54 | 536
clock inverters | 7 | 38.8
multi-input cells | 227 | 1630
[worst max-delay path by stage]
stage              startpoint       end  slack, ns  cells after the start
6_report  spi_clk_edge_cnt[0]  rdata[4]       0.61                      8
5_1_grt   spi_clk_edge_cnt[0]  rdata[2]       0.49                      8
4_1_cts   spi_clk_edge_cnt[0]  rdata[4]       0.65                      9
[stage by stage]
step	utilization, %	instances	hold WS [ns]	worst slack (ns)
after global routing	49.5	519	0.370	0.492
after CTS	49.5	519	0.339	0.655
after floorplan	-	349	0.344	0.951
after detailed placement	47.8	503	0.448	0.604
after global placement	47.8	503	0.442	0.622
final	49.5	519	0.331	0.614
[flip-flops by register name, indices dropped and copies added (netlist names)]
register / count
en: 1
bit_index: 4
spi_mosi: 1
rdata: 8
spi_ctrl: 16
clk_cnt: 9
data_o: 16
done: 1
spi_clk: 1
spi_clk_edge_cnt: 5
spi_clk_edge_level: 1
spi_data: 16
spi_status: 1
[critical path: stages, from the launching register on]
cell and delay, ns:
dfrtp_1 0.45, inv_1 0.11, ha_1 0.23, and2_1 0.16, o21ai_0 0.43, and2_1 0.25, nand3_1 0.13, a21oi_4 0.33
mux2_2 0.38
[layer usage]
layer,vias up,track usage [%],share of wire [%]
li1,1273,-,-
met1,1222,31.2,53
met2,65,23.0,41
met3,9,2.69,4.3
met4,0,2.12,1.5
met5,-,0,0
Power figures rest on the tool's default switching activity, not on a simulated workload.
