[design/flow/design.v]
module gpio (
    input wire clk,
    input wire rst_n,
    input wire[7:0] waddr_i,
    input wire[31:0] data_i,
    input wire[3:0] sel_i,
    input wire we_i,
    input wire[7:0] raddr_i,
    input wire rd_i,
    output reg[31:0] data_o,
	output reg [31:0]gpio_oe, 
	output reg [31:0]gpio_out, 
    input wire [31:0]gpio_in 
);
localparam GPIO_DIN = 8'h0; 
localparam GPIO_OPT = 8'h4; 
localparam GPIO_OEC = 8'h8; 
localparam GPIO_ODC = 8'hc; 
reg [31:0] gpio_din;
reg [31:0] gpio_opt;
reg [31:0] gpio_oec;
reg [31:0] gpio_odc;
always @ (posedge clk) begin
        if (we_i == 1'b1) begin
            case (waddr_i)
                GPIO_DIN: ;
                GPIO_OPT: gpio_opt <= data_i;
                GPIO_OEC: gpio_oec <= data_i;
                GPIO_ODC: gpio_odc <= data_i;
                default: ;
            endcase
        end 
        else begin
        end
end
always @ (posedge clk) begin
    if (rd_i == 1'b1) begin
        case (raddr_i)
                GPIO_DIN: data_o <= gpio_din;
                GPIO_OPT: data_o <= gpio_opt;
                GPIO_OEC: data_o <= gpio_oec;
                GPIO_ODC: data_o <= gpio_odc;
            default: begin
                data_o <= 32'h0;
            end
        endcase
    end
    else begin
        data_o <= data_o;
    end
end
reg [31:0] gpio_in_r;
always @(posedge clk) begin
	gpio_in_r <= gpio_in;
    gpio_din <= gpio_in_r;
end
genvar i;
generate
for (i=0; i<32; i=i+1) begin
    always @(*) begin
        case ({gpio_oec[i], gpio_odc[i]})
            2'b00: begin
                gpio_oe [i] = 1'b0;
                gpio_out[i] = 1'bx;
            end
            2'b01: begin
                gpio_oe [i] = 1'b0;
                gpio_out[i] = 1'bx;
            end
            2'b10: begin
                gpio_oe [i] = 1'b1;
                gpio_out[i] = gpio_opt[i];
            end
            2'b11: begin
                gpio_oe [i] = ~gpio_opt[i];
                gpio_out[i] = 1'b0;
            end
        endcase
    end
end
endgenerate
endmodule
[design/flow/run.sh]
#!/bin/bash
# OpenROAD 26Q1-2900-gdf79404cd8, Yosys 0.63+post, stock flow scripts
make -C /OpenROAD-flow-scripts/flow DESIGN_CONFIG=/design/flow/config.mk WORK_HOME=/design/flow/orfs finish
[design/flow/config.mk]
export PLATFORM = sky130hd
export DESIGN_NAME = gpio
export DESIGN_NICKNAME = gpio
export VERILOG_FILES = /design/flow/design.v
export SDC_FILE = /design/flow/constraint.sdc
export NUM_CORES = 4
export LEC_CHECK = 1
export CORE_UTILIZATION = 50
[design/flow/constraint.sdc]
current_design gpio

set clk_period 15.1
set clk_io_pct 0.2

create_clock -name clk0 -period $clk_period [get_ports {clk}]

set non_clock_inputs [all_inputs -no_clocks]
set_input_delay [expr $clk_period * $clk_io_pct] -clock clk0 $non_clock_inputs
set_output_delay [expr $clk_period * $clk_io_pct] -clock clk0 [all_outputs]
==> notes.md <==
The H-tree was split into 4 levels. STA classifies the critical path startpoint as a primary input. The violation tally recorded at the end of detailed-routing iteration 0 is 170. For reference, the top cells by area after synthesis are edfxtp_1 58%, dfxtp_1 19%, mux4_2 10%, a21boi_0 7.2%, and3_1 3.0%. The first global-routing pass estimated 21.23 mm of wire.

The run gives 0.6961 ns for the slew of the pin with the lowest slew margin. The register bit total from synthesis came out at 192. The layout summary lists the proportion of cells stronger than drive strength 1 as 14.08%.

The CTS clock-pin slew for the worst setup and hold paths works out to 0.06 ns. As logged by OpenROAD, the buffers inserted on ports number 178. The mean number of vias per cell works out to 5.274. The share of total power dissipated in sequential elements is 54.1%.

Entering global routing, the biggest net connects 33 pins. The floorplan report gives the top-level pin count as 184. The run gives 53.59% for the normalized max-slew margin.

The final max-slew violation count recorded for this run is 0. The area added between synthesis and finish is 38.90%, and the total global-route track usage is 22.64%. The run gives 4.80 ns for the arrival time of data at the critical path endpoint.

Of the total power, combinational logic draws 4.8%. At the floorplan stage, the core utilization is reported as 51.97%. The wire length per cell was 18.66 um; the DRC violation count after routing was 0.

The run gives 0 ns for the total negative slack. The run gives 13.41 mm as the total length of routed wires. Ranking logic cells in the layout by count gives the top entries 175 x clkdlybuf4s50_1, 128 x edfxtp_1, 64 x a21boi_0, 64 x dfxtp_1, 32 x and3_1. The cell type that accounts for the most area after synthesis is edfxtp_1.

The run finished with clean final reports. The run gives 4 as the first-pass iteration count of the detailed router. The run gives 0.0008721 W for the cell-internal power.

The area fraction of the largest cell type after synthesis is 57.67%. After layout, the setup clock skew is reported as 0.003462 ns. For reference, the final report shows the hold violation count at 0.

Data required time of the worst path: 15.15 ns. Among logic cells in the layout, the one with the most instances is clkdlybuf4s50_1. The post-CTS hold buffer count recorded in the log is 0. The run gives 117.5 um for the die outline width. The tools report the antenna cell count as 0. The switching portion of total power was 18.14%; the number of global-route vias before repair was 4158. STA classifies the critical path endpoint as a flop. The mean instance size in the synthesized netlist came out at 19.49 um^2. The logs give 0 for the number of antenna-violating nets in the routed design and 0.1123 mV for the maximum VDD drop.

The logs give 5125 um^2 for the register area and 6665 um^2 for the post-synth design cell area. Setup repair after global routing left no endpoint under its margin. Library cell used as clock root buffer: clkbuf_16.

For the overall overflow remaining after global route, the log shows 0. The last timing report of the flow puts the setup violation total at 0. The shortest clock period the worst path allows after layout was 4.750 ns. The overall die size recorded for this design is 13800 um^2. The run gives 1 as the synthesis warning total. The run gives 3.327 nW for the leakage power figure. The design draws 0.001065 W. Area of the placeable core: 12820 um^2. The tool warning count for the run is 31.

Synthesis instantiated 14 different standard cells from the library. For this design the ratio of total power to cell area is 115.1 nW/um^2. The final timing report gives a worst setup slack of 10.35 ns.

TritonCTS created 17 clock buffers. For the top achievable clock speed, the log shows 210.5 MHz. The stat command in Yosys gives a chip area of 6665 um^2. The logs give 41.1% for the clock share of power and 0.41 ns for the worst-skew pair later-pin latency. The die span in y works out to 117.5 um. Yosys stat counts 342 cells in the synthesized netlist. The report shows a maximum critical-path fanout of 32. The overall via count from detail_route came out at 3792. Initial antenna violation count: 0. Summed over all nets, the half-perimeter wirelength after detailed placement is 7.964 mm. Note that the worst hold path type here is reg -> reg. In the final layout, the multi-input gates occupy 1481 um^2.

The tool flagged a number of max-cap violations equal to 0. The report lists the number of cells resized after CTS as 0. The run gives 192 as the number of sinks driven by the clock tree. The tools report the setup fix buffers added after clock tree synthesis as 0.

The critical path is of the in -> reg type. The most critical hold endpoint after final layout shows a slack of 0.3253 ns. Weighted congestion at the end of routability-driven global placement: 0.7764. TritonCTS built the clock tree. Of the available clock period, the critical path in the final layout requires 31.45%.

The total of fill cells in the finished design was 802; the switching power was 0.0001933 W. With the setup slack at placement at 9.905 ns, the number of standard cells after synthesis is 342. Per Yosys stat, the portion of area used by sequential elements is 76.89%. The floorplan row count was 41. The longest clock path from root to sink contains 2 buffers.
## path summary, 6_finish.rpt
check           startpoint            to  slack [ns]  cells after the start
min          gpio_in_r[26]  gpio_din[26]        0.33                      0
max             waddr_i[4]  gpio_opt[16]       10.35                      4
min reg2reg  gpio_in_r[26]  gpio_din[26]        0.33                      0
max reg2reg   gpio_odc[21]    data_o[21]       13.78                      2
## critical path, cell delays in order
cell	delay [ns]
clkdlybuf4s50_1	0.40
or4b_1	0.60
nor4_2	0.25
buf_4	0.50
## synthesized netlist by cell type
library cell	count
a21boi_0	64
mux4_1	2
mux4_2	30
or4b_1	1
buf_6	4
nor2_1	1
dfxtp_1	64
or3_1	1
edfxtp_1	128
and3_1	32
nor4_1	4
inv_1	2
clkbuf_1	6
buf_1	3
## sequential cells by signal (all words and copies together), names as in the netlist
signal and count:
gpio_din 32, gpio_in_r 32, gpio_odc 32, gpio_opt 32
data_o 32, gpio_oec 32
## metal layers
layer / GRT usage [%] / part of all wire, % / vias up
met3: 12.01 / 12 / 5
li1: - / - / 1753
met5: 0 / 0 / -
met4: 1.603 / 0.66 / 0
met1: 33.12 / 37 / 1856
met2: 35.21 / 51 / 178
## metrics by stage
stage,area (um^2),util (%),cells
after global routing,9258,72.19,719
after CTS,9258,72.19,719
after detailed placement,8656,67.49,687
after floorplan,6665,-,342
after global placement,8656,67.49,687
final,9258,72.19,719
## layout make-up
cell class / count / share of cell area (%)
multi-input cells: 135 / 16.00
clock buffers: 22 / 5.339
repair buffers: 186 / 19.73
flip-flops and latches: 192 / 55.36
clock inverters: 10 / 1.162
well taps: 172 / 2.325
inverters: 2 / 0.08109
## kinds of logic after synthesis
logic type,share of synthesized area [%]
AND-OR/OR-AND,7.209
buffers and inverters,1.295
flip-flops,76.89
multiplexers,10.93
AND/OR/NAND/NOR,3.679
## power by group through the flow
| stage | clock [W] | combinational [W] | sequential, W |
|---|---|---|---|
| global route | 0.000470 | 0.0000555 | 0.000577 |
| CTS | 0.000449 | 0.0000524 | 0.000576 |
| finish | 0.000438 | 0.0000514 | 0.000576 |
Power is estimated from default activity; no workload was simulated.
