==> design.v <==
module uart(
    input wire clk,
    input wire rst_n,
    input wire[7:0] waddr_i,
    input wire[31:0] data_i,
    input wire[3:0] sel_i,
    input wire we_i,
    input wire[7:0] raddr_i,
    input wire rd_i,
    output wire[31:0] data_o,
	output wire tx_pin,
    input wire rx_pin
);
localparam BAUD_DEF = 115200;
localparam BAUD_DIV = 25_000_000 / BAUD_DEF;
localparam S_IDLE       = 4'b0001;
localparam S_START      = 4'b0010;
localparam S_SEND_BYTE  = 4'b0100;
localparam S_STOP       = 4'b1000;
reg[3:0] state;
reg[3:0] next_state;
reg[15:0] cycle_cnt;
reg tx_bit;
reg[3:0] bit_cnt;
reg rx_q0;
reg rx_q1;
wire rx_negedge;
reg rx_start;                       
reg[3:0] rx_clk_edge_cnt;           
reg rx_clk_edge_level;              
reg rx_done;
reg[15:0] rx_clk_cnt;
reg[15:0] rx_div_cnt;
reg[7:0] rx_data;
reg rx_over;
localparam UART_CTRL    = 8'h0;
localparam UART_STATUS  = 8'h4;
localparam UART_BAUD    = 8'h8;
localparam UART_TXDATA  = 8'hc;
localparam UART_RXDATA  = 8'h10;
reg [1:0] uart_ctrl;
reg [1:0] uart_status;
reg [15:0] uart_div;
reg [15:0] uart_tx;
reg [7:0] uart_rx;
wire wen = we_i;
wire ren = rd_i;
wire write_reg_ctrl_en = wen & (waddr_i[7:0] == UART_CTRL); 
wire write_reg_status_en = wen & (waddr_i[7:0] == UART_STATUS);
wire write_reg_baud_en = wen & (waddr_i[7:0] == UART_BAUD);
wire write_reg_txdata_en = wen & (waddr_i[7:0] == UART_TXDATA);
wire tx_start = write_reg_txdata_en & sel_i[0] & uart_ctrl[0] & (~uart_status[0]); 
wire rx_recv_over = uart_ctrl[1] & rx_over; 
assign tx_pin = tx_bit;
always @ (posedge clk or negedge rst_n) begin
    if (!rst_n) begin
        uart_rx <= 8'h0;
    end else begin
        if (rx_recv_over) begin
            uart_rx[7:0] <= rx_data;
        end
    end
end
always @ (posedge clk or negedge rst_n) begin
    if (!rst_n) begin
        uart_tx <= 15'h0;
    end else begin
        if (tx_start) begin
            uart_tx[7:0] <= data_i[7:0];
        end
    end
end
always @ (posedge clk or negedge rst_n) begin
    if (!rst_n) begin
        uart_status <= 2'h0;
    end else begin
        if (write_reg_status_en & sel_i[0]) begin
            uart_status[1] <= data_i[1];
        end 
        else begin
            if (tx_start) begin
                uart_status[0] <= 1'b1;
            end else if ((state == S_STOP) & (cycle_cnt == uart_div[15:0])) begin
                uart_status[0] <= 1'b0;
            end
            if (rx_recv_over) begin
                uart_status[1] <= 1'b1;
            end
        end
    end
end
always @ (posedge clk or negedge rst_n) begin
    if (!rst_n) begin
        uart_ctrl <= 2'h0;
    end else begin
        if (write_reg_ctrl_en & sel_i[0]) begin
            uart_ctrl <= data_i[1:0];
        end
    end
end
always @ (posedge clk or negedge rst_n) begin
    if (!rst_n) begin
        uart_div <= BAUD_DIV;
    end else begin
        if (write_reg_baud_en) begin
            if (sel_i[0]) begin
                uart_div[7:0] <= data_i[7:0];
            end
            if (sel_i[1]) begin
                uart_div[15:8] <= data_i[15:8];
            end
        end
    end
end
reg[31:0] data_r;
always @ (posedge clk) begin
    if (ren) begin
        case (raddr_i[7:0])
            UART_CTRL:   data_r <= {30'h0, uart_ctrl};
            UART_STATUS: data_r <= {30'h0, uart_status};
            UART_BAUD:   data_r <= {16'h0, uart_div};
            UART_RXDATA: data_r <= {24'h0, uart_rx};
            default:     data_r <= 32'h0;
        endcase
    end 
    else begin
        data_r <= data_r;
    end
end
assign data_o = data_r;
always @ (posedge clk or negedge rst_n) begin
    if (!rst_n) begin
        state <= S_IDLE;
    end else begin
        state <= next_state;
    end
end
always @ (*) begin
    case (state)
        S_IDLE: begin
            if (tx_start) begin
                next_state = S_START;
            end else begin
                next_state = S_IDLE;
            end
        end
        S_START: begin
            if (cycle_cnt == uart_div[15:0]) begin
                next_state = S_SEND_BYTE;
            end else begin
                next_state = S_START;
            end
        end
        S_SEND_BYTE: begin
            if ((cycle_cnt == uart_div[15:0]) & (bit_cnt == 4'd7)) begin
                next_state = S_STOP;
            end else begin
                next_state = S_SEND_BYTE;
            end
        end
        S_STOP: begin
            if (cycle_cnt == uart_div[15:0]) begin
                next_state = S_IDLE;
            end else begin
                next_state = S_STOP;
            end
        end
        default: begin
            next_state = S_IDLE;
        end
    endcase
end
always @ (posedge clk or negedge rst_n) begin
    if (!rst_n) begin
        cycle_cnt <= 16'h0;
    end else begin
        if (state == S_IDLE) begin
            cycle_cnt <= 16'h0;
        end else begin
            if (cycle_cnt == uart_div[15:0]) begin
                cycle_cnt <= 16'h0;
            end else begin
                cycle_cnt <= cycle_cnt + 16'h1;
            end
        end
    end
end
always @ (posedge clk or negedge rst_n) begin
    if (!rst_n) begin
        bit_cnt <= 4'h0;
    end else begin
        case (state)
            S_IDLE: begin
                bit_cnt <= 4'h0;
            end
            S_SEND_BYTE: begin
                if (cycle_cnt == uart_div[15:0]) begin
                    bit_cnt <= bit_cnt + 4'h1;
                end
            end
        endcase
    end
end
always @ (posedge clk or negedge rst_n) begin
    if (!rst_n) begin
        tx_bit <= 1'b0;
    end else begin
        case (state)
            S_IDLE, S_STOP: begin
                tx_bit <= 1'b1;
            end
            S_START: begin
                tx_bit <= 1'b0;
            end
            S_SEND_BYTE: begin
                tx_bit <= uart_tx[bit_cnt];
            end
        endcase
    end
end
always @ (posedge clk or negedge rst_n) begin
    if (!rst_n) begin
        rx_q0 <= 1'b0;
        rx_q1 <= 1'b0;	
    end else begin
        rx_q0 <= rx_pin;
        rx_q1 <= rx_q0;
    end
end
assign rx_negedge = rx_q1 & (~rx_q0);
always @ (posedge clk or negedge rst_n) begin
    if (!rst_n) begin
        rx_start <= 1'b0;
    end else begin
        if (uart_ctrl[1]) begin
            if (rx_negedge) begin
                rx_start <= 1'b1;
            end else if (rx_clk_edge_cnt == 4'd9) begin
                rx_start <= 1'b0;
            end
        end else begin
            rx_start <= 1'b0;
        end
    end
end
always @ (posedge clk or negedge rst_n) begin
    if (!rst_n) begin
        rx_div_cnt <= 16'h0;
    end else begin
        if (rx_start == 1'b1 && rx_clk_edge_cnt == 4'h0) begin
            rx_div_cnt <= {1'b0, uart_div[15:1]};
        end else begin
            rx_div_cnt <= uart_div[15:0];
        end
    end
end
always @ (posedge clk or negedge rst_n) begin
    if (!rst_n) begin
        rx_clk_cnt <= 16'h0;
    end else if (rx_start == 1'b1) begin
        if (rx_clk_cnt == rx_div_cnt) begin
            rx_clk_cnt <= 16'h0;
        end else begin
            rx_clk_cnt <= rx_clk_cnt + 16'h1;
        end
    end else begin
        rx_clk_cnt <= 16'h0;
    end
end
always @ (posedge clk or negedge rst_n) begin
    if (!rst_n) begin
        rx_clk_edge_cnt <= 4'h0;
        rx_clk_edge_level <= 1'b0;
    end else if (rx_start == 1'b1) begin
        if (rx_clk_cnt == rx_div_cnt) begin
            if (rx_clk_edge_cnt == 4'd9) begin
                rx_clk_edge_cnt <= 4'h0;
                rx_clk_edge_level <= 1'b0;
            end else begin
                rx_clk_edge_cnt <= rx_clk_edge_cnt + 4'h1;
                rx_clk_edge_level <= 1'b1;
            end
        end else begin
            rx_clk_edge_level <= 1'b0;
        end
    end else begin
        rx_clk_edge_cnt <= 4'h0;
        rx_clk_edge_level <= 1'b0;
    end
end
always @ (posedge clk or negedge rst_n) begin
    if (!rst_n) begin
        rx_data <= 8'h0;
        rx_over <= 1'b0;
    end else begin
        if (rx_start == 1'b1) begin
            if (rx_clk_edge_level == 1'b1) begin
                case (rx_clk_edge_cnt)
                    1: begin
                    end
                    2: begin
                        if (rx_pin) begin
                            rx_data <= 8'h80;
                        end else begin
                            rx_data <= 8'h0;
                        end
                    end
                    3, 4, 5, 6, 7, 8, 9: begin
                        rx_data <= {rx_pin, rx_data[7:1]};
                        if (rx_clk_edge_cnt == 4'h9) begin
                            rx_over <= 1'b1;
                        end
                    end
                endcase
            end
        end else begin
            rx_data <= 8'h0;
            rx_over <= 1'b0;
        end
    end
end
endmodule
==> run.sh <==
#!/bin/bash
# OpenROAD 26Q1-2900-gdf79404cd8, Yosys 0.63+post, stock flow scripts
make -C /OpenROAD-flow-scripts/flow DESIGN_CONFIG=/design/flow/config.mk WORK_HOME=/design/flow/orfs finish
==> config.mk <==
export PLATFORM = sky130hd
export DESIGN_NAME = uart
export DESIGN_NICKNAME = uart
export VERILOG_FILES = /design/flow/design.v
export SDC_FILE = /design/flow/constraint.sdc
export NUM_CORES = 4
export LEC_CHECK = 1
export CORE_UTILIZATION = 40
==> constraint.sdc <==
current_design uart

set clk_period 3.7
set clk_io_pct 0.2

create_clock -name clk0 -period $clk_period [get_ports {clk}]

set non_clock_inputs [all_inputs -no_clocks]
set_input_delay [expr $clk_period * $clk_io_pct] -clock clk0 $non_clock_inputs
set_output_delay [expr $clk_period * $clk_io_pct] -clock clk0 [all_outputs]
==> run summary <==
yosys + openroad results -> layout cells sized above 1 0.191, Setup WS post-layout 1390 ps, final hold viol count 0, CP Launch Type input port, R2R setup slack 1630 ps, worst clock skew 5.55 ps, Crit Path Category in -> reg, Crit path buffers/inverters 1, maximum operating frequency 0.433 GHz, antenna violations before repair 0, RSZ-0062 raised after global routing false, number of fill cells 1150, final WL 11800 µm, Final min period 2310 ps, Sink Count 126, Placer Congestion 0.848, ys flops 126, CTS tree done, I/O pin count 90, Mapped Cells 474, Die H 123 µm, peak per-stage delay on the critical path 450 ps, Slew HR 0.512, worst vdd ir 342 µV, routed len/inst 16.1 µm, CTS Hold Bufs 0, Mean Syn Cell Area 12.3 µm², final setup vio count 0, clock slew at reported path FFs 50 ps, post_cts resized 0, status completed, # Cells Yosys 474, Synth warnings 1, gr ovfl total 0, Critical Path Slowest Stage Cell nand4_1, cell row count 43, TNS Setup 0 ps, count of library flops with an enable pin 16, number of global-route vias before repair 3656, first-pass GRT wire length 19200 µm, top cell family by delay on the critical path simple AND/OR/NAND/NOR gates, Log Warnings 43, Setup Buffers After CTS 0, CTS root buffer clkbuf_16, crit path DRT 3990 ps, crit end category register, DP Worst Slack 955 ps, Mapped Area 5830 µm², hold crit path type in -> async, Post-DRT Antenna Nets 0, Post-synth ARST share 0.873, GRT Total Usage 0.174, DR pass1 iterations 4, max_cap viols 0, Synth Seq Share 0.556, die area 15100 µm², Critical Path Fanout Max 8, Inserted Clock Buffers 17, ys flop type dfrtp_1, Longest Clk Path Bufs 2, DR vias 3704, pins over their slew limit 0, LEAKAGE 3.22 nW, Port Buf Inserts 55, DP HPWL 8000 µm, antenna cells 0, Unique cell types 53, depth of the most critical reg-to-reg path 5, initial DRC count 193, H-tree levels 4, Die X 123 µm, largest net degree at the start of global routing 64, Layout area overhead 23.1%, worst slew pin tran 732 ps, crit path DAT 2600 ps, Yosys Chip Area 5830 µm², RR Startpoint rx_clk_cnt[7]$_DFF_PN0_, core area 14000 µm², Latency at later pin 410 ps, cycle use final 0.624, Power Density 491 nW/µm², DRC Markers 0, worst r2r dst rx_clk_cnt[15]$_DFF_PN0_, routed vias/inst 5.04, fp util 0.415, crit path cell chain clkdlybuf4s50_1, nor4_1, and3_1, nand4_1, mux2_2
==> metal layers <==
metal | track usage | vias up | wire length (µm)
li1 | - | 1790 | -
met5 | 0 | - | 0
met3 | 0.0413 | 11 | 498
met2 | 0.246 | 61 | 5280
met4 | 0.0274 | 0 | 189
met1 | 0.289 | 1842 | 5830
==> worst register-to-register path, delay by kind of cell, from the launching register on <==
family | cells | cell delay, ps
xor gates and xnor gates | 1 | 200
DFF | 1 | 470
and+or+nand+nor | 4 | 1270
==> synthesized netlist by cell type, types with 3 or more instances <==
library cell  instances  area share
edfxtp_1             16       0.082
o21ai_0              10      0.0086
a21oi_1               6      0.0051
xor2_1               34       0.051
nand4_1              15       0.016
nand2_1              23       0.015
buf_2                 6      0.0051
dfstp_2               6       0.027
and2_1                8      0.0086
dfrtp_1             104        0.45
nor3_1                7      0.0060
nor2_1               42       0.027
and3_1               11       0.012
xnor2_1              30       0.045
mux2_2               50       0.097
clkbuf_1              4      0.0026
ha_1                  3      0.0064
inv_1                 9      0.0058
a22o_1               18       0.027
buf_4                16       0.021
nand3_1              10      0.0086
mux2i_1               5      0.0086
nor4_1                5      0.0054
==> worst max-delay path by stage <==
stage	startpoint	endpoint	slack [ps]	depth (start not counted)
4_1_cts	waddr_i[5]	uart_div[11]$_DFFE_PN0P_	1380	5
5_1_grt	waddr_i[5]	uart_div[12]$_DFFE_PN0P_	1260	5
6_report	waddr_i[5]	uart_div[11]$_DFFE_PN0P_	1390	5
==> state kept, by name, summed over array words and instances, names as in the netlist, 2 cells and up <==
register / cells
rx_div_cnt: 16
rx_clk_cnt: 16
uart_ctrl: 2
rx_data: 8
cycle_cnt: 16
bit_cnt: 4
state: 4
uart_tx: 8
uart_status: 2
uart_div: 16
data_r: 16
uart_rx: 8
rx_clk_edge_cnt: 4
==> cell families after synthesis <==
kind of cell | synth area share
and+or+nand+nor | 0.135
DFF | 0.556
xor gates and xnor gates | 0.0961
muxes | 0.115
AOI/OAI and AO/OA | 0.0502
buffers and inverters | 0.0410
adders and majority gates | 0.00644
other | 0.000643
==> power breakdown <==
group	internal (mW)	switching [mW]	leakage (nW)	total, mW
Clock	1.16	0.615	0.303	1.78
Sequential	1.45	0.0637	1.66	1.51
Combinational	0.137	0.101	1.25	0.237
==> per-stage QoR <==
step / total power [mW] / utilization / cell area (µm²) / hold WS, ps / std cells
2_1_floorplan: 1.65 / - / 5890 / 346 / 489
3_3_place_gp: 1.78 / 0.465 / 6530 / 353 / 703
3_5_place_dp: 1.78 / 0.465 / 6530 / 358 / 703
4_1_cts: 3.56 / 0.511 / 7180 / 367 / 735
5_1_grt: 3.66 / 0.511 / 7180 / 387 / 735
6_report: 3.53 / 0.511 / 7180 / 348 / 735
==> cell type report <==
class	count	area, µm²	area share
flip-flops and latches	126	3240	0.452
multi-input cells	325	2410	0.336
repair buffers	62	613	0.0854
clock buffers	21	493	0.0687
well taps	180	225	0.0314
clock inverters	11	153	0.0213
inverters	10	37.5	0.00523
==> cell usage in the layout, fill, tap and decap left out, types with 2 or more instances in the layout <==
cell type	instances
nor3_1	7
clkdlybuf4s50_1	54
clkinv_4	2
a21oi_1	6
edfxtp_1	16
mux4_2	2
a22o_1	18
bufinv_16	3
nor2b_1	2
xnor2_1	30
nand2b_1	2
inv_1	9
buf_4	7
conb_1	16
o21ai_0	10
and2_1	8
nand3_1	10
or3_1	2
dfrtp_1	104
nor4_1	4
nand4_1	15
nand3b_1	2
clkbuf_16	19
dfstp_2	6
and3_1	11
a21o_1	2
nand2_1	23
clkinvlp_4	4
xor2_1	34
mux2i_1	5
ha_1	3
nor2_1	42
nor4_2	2
mux2_2	50
Power figures rest on the tool's default switching activity, not on a simulated workload.
